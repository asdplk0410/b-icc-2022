==> design/flow/design.v <==
module JAM (
input CLK,
input RST,
output reg [2:0] W,
output reg [2:0] J,
input [6:0] Cost,
output reg [3:0] MatchCount,
output reg [9:0] MinCost,
output reg Valid );
localparam IDLE  = 4'd0;
localparam ADDR  = 4'd4;
localparam RECV  = 4'd1;
localparam CALC  = 4'd2;
localparam TEMP   = 4'd3;
localparam SORT1 = 4'd5;
localparam SORT2 = 4'd6;
localparam SORT3 = 4'd7;
localparam SORT4 = 4'd8;
localparam OUT = 4'd9;
reg [3:0] ps, ns; 
reg [3:0] index_i;
reg [2:0] permu [0:7];  
reg [9:0] cost_acc;
wire flag;
reg [2:0] index_p;
reg [2:0] min_max;
reg [2:0] index_mm;
reg flag_fst_swap;
wire flag_done;
always@(posedge CLK or posedge RST) begin
    if(RST) begin
        ps <= IDLE;
    end
    else begin
        ps <= ns;
    end
end
always@(*) begin
    case(ps)
    IDLE: ns = ADDR;
    ADDR: ns = RECV;
    RECV: ns = CALC;
    CALC: ns = (index_i == 4'd8) ? TEMP : ADDR;
    TEMP: ns = (flag_done) ? OUT : SORT1;
    SORT1: ns = (flag) ? SORT2 : SORT1;
    SORT2: ns = (index_mm == index_p) ? SORT3 : SORT2;
    SORT3: ns = SORT4;
    SORT4: ns = ADDR;
    default: ns = IDLE;
    endcase 
end
assign flag_done = (permu[0] == 3'd7 && permu[1] == 3'd6 && permu[2] == 3'd5 && permu[3] == 3'd4 && permu[4] == 3'd3 && permu[5] == 3'd2 && permu[6] == 3'd1) ? 1'd1 : 1'd0;
integer i;
always@(posedge CLK or posedge RST) begin
    if(RST) begin
        for (i = 0;i < 8;i = i + 1) begin
           permu[i] <= i; 
        end
    end
    else if(ps == SORT3)
    begin
        permu[index_p] <= permu[min_max];
        permu[min_max] <= permu[index_p];
    end
    else if(ps == SORT4)
    begin
        case (index_p)
            3'd0:
            begin
                permu[1] <= permu[7];
                permu[7] <= permu[1];
                permu[2] <= permu[6];
                permu[6] <= permu[2];
                permu[3] <= permu[5];
                permu[5] <= permu[3];
            end
            3'd1:
            begin
                permu[2] <= permu[7];
                permu[7] <= permu[2];
                permu[3] <= permu[6];
                permu[6] <= permu[3];
                permu[4] <= permu[5];
                permu[5] <= permu[4];
            end
            3'd2: 
            begin
                permu[3] <= permu[7];
                permu[7] <= permu[3];
                permu[6] <= permu[4];
                permu[4] <= permu[6];
            end
            3'd3: 
            begin
                permu[4] <= permu[7];
                permu[7] <= permu[4];
                permu[5] <= permu[6];
                permu[6] <= permu[5];
            end
            3'd4:
            begin 
                permu[5] <= permu[7];
                permu[7] <= permu[5];
            end
            3'd5:
            begin
                permu[6] <= permu[7];
                permu[7] <= permu[6];
            end 
        endcase
    end
end
always@(posedge CLK or posedge RST) begin
    if(RST) begin
        min_max <= 3'd7;
    end
    else if(ps == SORT2)
    begin
        if(flag_fst_swap)
        begin
            if(permu[index_mm] > permu[index_p] && permu[index_mm] <= permu[min_max])
            begin
                min_max <= index_mm;
            end
        end
        else
        begin
            if(permu[index_mm] > permu[index_p])
            begin
                min_max <= index_mm;
            end
        end
    end
    else if(ps == ADDR)
    begin
        min_max <= 3'd7;
    end
end
always@(posedge CLK or posedge RST) begin
    if(RST)
    begin
        flag_fst_swap <= 1'd0;
    end
    else if(ps == SORT2)
    begin
        if(permu[index_mm] > permu[index_p])
        begin
            flag_fst_swap <= 1'd1;
        end
    end
    else if(ps == ADDR)
    begin
        flag_fst_swap <= 1'd0;
    end
end
assign flag = (permu[index_p] > permu[index_p-1]) ? 1'd1 : 1'd0;
always@(posedge CLK or posedge RST) begin
    if(RST)
    begin
        index_p <= 3'd7;
    end
    else if(ps == SORT1)
    begin
        index_p <= index_p - 1'd1;
    end
    else if(ps == ADDR)
    begin
        index_p <= 3'd7;
    end
end
always@(posedge CLK or posedge RST) begin
    if(RST)
    begin
        index_mm <= 3'd7;
    end
    else if(ps == SORT2)
    begin
        index_mm <= index_mm - 1'd1;
    end
    else if(ps == ADDR)
    begin
        index_mm <= 3'd7;
    end
end
always@(posedge CLK or posedge RST) begin
    if(RST)
    begin
        index_i <= 3'd0;
    end
    else if(ps == ADDR) 
    begin
        index_i <= index_i + 1'd1;
    end
    else if(ps == SORT1) 
    begin
        index_i <= 3'd0;
    end
end
always@(posedge CLK or posedge RST) begin
    if(RST)
    begin
        W <= 3'd0;
    end
    else if(ps == RECV) 
    begin
        W <= index_i[2:0];
    end
end
always@(posedge CLK or posedge RST) begin
    if(RST)
    begin
        J <= 3'd0;
    end
    else if(ps == RECV) 
    begin
        J <= permu[index_i[2:0]];
    end
end
always@(posedge CLK or posedge RST) begin
    if(RST) begin
        cost_acc <= 10'd0;
    end
    else if(ps == CALC)
    begin
        cost_acc <= cost_acc + Cost;
    end
    else if(ps == SORT1)
    begin
        cost_acc <= 10'd0;
    end
end
always@(posedge CLK or posedge RST) begin
    if(RST) begin
        MinCost <= {10{1'd1}};
    end
    else if(ps == TEMP)
    begin
        MinCost <= (MinCost > cost_acc) ? cost_acc : MinCost;
    end
end
always@(posedge CLK or posedge RST) begin
    if(RST) begin
        MatchCount <= 5'd1;
    end
    else if(ps == TEMP)
    begin
        if(MinCost > cost_acc)
        begin
            MatchCount <= 5'd1;
        end
        else if(MinCost == cost_acc)
        begin
            MatchCount <= MatchCount + 5'd1;
        end
    end
end
always@(posedge CLK or posedge RST) begin
    if(RST) begin
        Valid <= 1'd0;
    end
    else if(ps == OUT)
    begin
        Valid <= 1'd1;
    end
end
endmodule
==> design/flow/run.sh <==
#!/bin/bash
# OpenROAD 26Q1-2900-gdf79404cd8, Yosys 0.63+post, stock flow scripts
make -C /OpenROAD-flow-scripts/flow DESIGN_CONFIG=/design/flow/config.mk WORK_HOME=/design/flow/orfs finish
==> design/flow/config.mk <==
export PLATFORM = sky130hd
export DESIGN_NAME = JAM
export DESIGN_NICKNAME = JAM
export VERILOG_FILES = /design/flow/design.v
export SDC_FILE = /design/flow/constraint.sdc
export NUM_CORES = 4
export LEC_CHECK = 1
export CORE_UTILIZATION = 30
==> design/flow/constraint.sdc <==
current_design JAM

set clk_period 4.2
set clk_io_pct 0.2

create_clock -name clk0 -period $clk_period [get_ports {CLK}]

set non_clock_inputs [all_inputs -no_clocks]
set_input_delay [expr $clk_period * $clk_io_pct] -clock clk0 $non_clock_inputs
set_output_delay [expr $clk_period * $clk_io_pct] -clock clk0 [all_outputs]
==> flow_metrics.tcl <==
# metrics dict for downstream scripts
set metrics [dict create \
    post_synth_num_cell_types 71 \
    ys_top_cells_by_count "a21oi_1, nand2_1, clkbuf_1, dfrtp_1, inv_1" \
    postSynth.topFlopCell "dfrtp_1" \
    route.vias.total 5444 \
    fp-utilization 0.310 \
    drt_pre_antenna_iters 10 \
    timing.rr.end "min_max[2]" \
    timing.critical_path.cells "inv_1, ha_1, a222oi_1, nand2_1, a22oi_2, ha_1, a31oi_1, o211ai_2, mux2_1" \
    coreArea_mm2 0.0197 \
    post-cts-setup-buffers 0 \
    synth_sequential_area_ratio 0.332 \
    synth.most_common_cell "a21oi_1" \
    startpoint_type "flop" \
    timing.critical_path.slowest_cell_delay_ps 610 \
    buf_inv_stages_crit_path 1 \
    max-cap-violations 0 \
    grt.overflow.total 0 \
    hold_sp "ps[6]" \
    synth.top_cell.area_share 0.189 \
    gr-max-usage-layer "met1" \
    max_slew_margin 0.504 \
    grt_antenna_before_repair 0 \
    cell_area_leaders "dfrtp_1, dfstp_2, ha_1" \
    post_drt_wl_per_cell_um 18.9 \
    die_h_um 144 \
    area_growth_syn_to_layout_pct 12.0 \
    clk_root_buffer_cell "clkbuf_16" \
    worstPathMaxFanout 18 \
    netlist.top_cell.by_area "dfrtp_1" \
    postCtsResizedCells 0 \
    postSynthRegisterBits 79 \
    post_cts_hold_buffer_count 0 \
    drive_gt1_frac 0.130 \
    synth-cells-yosys 701 \
    status "finished clean" \
    cts.path.max_buffers 2 \
    setup.worst_path.end_class "flop" \
    post-dp-hpwl_mm 12.1 \
    path_class "flop to flop" \
    cts-buffers-inserted 9 \
    layout.cells.non_filler 958 \
    synth-async-reset-ratio 1.00 \
    setup_repair_after_global_routing_missed_its_margin "no" \
    place.gp.congestion 1.00 \
    cts_sinks 79 \
    path_class_of_the_lowest_slack_min_delay_path "flop to flop" \
    count_of_antenna_diodes_in_the_layout 0 \
    enable_flop_cells 0 \
    fmax_ghz 0.295 \
    internal_reg_to_reg_setup_slack_ps 810 \
    global_route.usage.met3 0.0432 \
    grt_util_met1 0.268 \
    htree_levels 3 \
    clk_transition_reported_paths_ps 70 \
    drt_wl_total_mm 18.1 \
    dr.first_iter.drc_count 460 \
    clock.latency.late_pin_ps 350 \
    timing.critical_path.max_delay_family "AND-OR/OR-AND gates" \
    report.final.hold_viol_count 0 \
    ir_drop_mv 0.168 \
    chipWidth_um 144 \
    drc_errors 0 \
    placed_cells 942 \
    portbufs 29 \
    boundaryPins 30 \
    required_ps 4470 \
    cell_row_count 51 \
    min_delay_worst_endpoint "ps[0]" \
    hold_ws_ps 375 \
    crit_slowest_cell "dfstp_2" \
    grt_pass1_wl_mm 28.4 \
    final_max_slew_viol_count 0 \
    fin_tns_setup_ps 0 \
    chip_area_mm2 0.0209 \
    worst_ep_arrival_time_ps 3670 \
    gr_usage_total 0.181 \
    rr_startpoint "index_p[0]" \
    avgSynthCellArea_um2 8.68 \
    cts_tree "done" \
    holdPathStages 0 \
    cellLeakagePower_nw 2.72 \
    timing.critical_path.mode_cell "ha_1" \
    netlist_instances 701 \
    fin_crit_sh 0.808 \
    synth.yosys.warnings 2 \
    finalPower_mw 1.57 \
    reg2reg_depth 9 \
    first_global_vias 5029 \
    via_per_inst 5.68 \
    tightestPinTransition_ps 739 \
    pin_count_of_the_biggest_net_entering_global_routing 48 \
    ant_nets 0 \
    synth_area_mm2 0.00609 \
    fin_skew_ps 11.1 \
    global_route.usage.met2 0.263 \
    openroad.warnings 38 \
    final-setup-viol-count 0 \
    cellPowerDensity_mw_per_mm2 231 \
    timing.final.crit_period_ps 3390 \
    yosysChipArea_mm2 0.00609 \
]
==> sequential cells by signal, summed over array words and instances (netlist names) <==
name           count
min_max            3
flag_fst_swap      1
MinCost           10
W                  3
permu             24
MatchCount         4
J                  3
cost_acc          10
index_mm           3
index_p            3
index_i            4
ps                10
Valid              1
==> cell type report <==
class / count / area [um^2]
clock buffer: 9 / 225
timing repair buffer: 38 / 358
tap: 265 / 332
inverter: 47 / 178
sequential: 79 / 2020
multi-input combinational: 513 / 3640
fill: 2013 / 12800
clock inverter: 7 / 63.8
==> cells in the final DEF (no fill, tap or decap), types with 8 or more instances in the layout <==
| cell | instances |
|---|---|
| a21oi_1 | 68 |
| nand2_1 | 57 |
| dfrtp_1 | 46 |
| inv_1 | 44 |
| nor2_1 | 44 |
| ha_1 | 41 |
| o21ai_0 | 39 |
| dfstp_2 | 33 |
| mux2i_1 | 32 |
| clkdlybuf4s50_1 | 29 |
| a22oi_1 | 24 |
| nand3_1 | 18 |
| nor3_1 | 15 |
| a222oi_1 | 15 |
| mux2_2 | 15 |
| xnor2_1 | 10 |
| o211ai_1 | 10 |
| a31oi_1 | 9 |
| a22o_1 | 9 |
| clkbuf_16 | 9 |
| buf_4 | 9 |
| a221oi_1 | 8 |
| a211oi_1 | 8 |
==> layer usage <==
metal  routed length, um  part of all wire
met2                7710              0.43
met1                8120              0.45
met3                1620             0.089
met4                 666             0.037
met5                   0                 0
==> cell families (layout without fill, tap and decap cells) <==
logic type | after synthesis | in the layout | synth area share
AND/OR/NAND/NOR | 164 | 164 | 0.123
adder cells (fa/ha/maj) | 42 | 42 | 0.0876
flip-flops | 79 | 79 | 0.332
multiplexers | 53 | 53 | 0.0976
XOR/XNOR | 12 | 12 | 0.0173
AND-OR/OR-AND | 242 | 242 | 0.273
buffers and inverters | 109 | 101 | 0.0703
==> power by group <==
| part | internal (mW) | total (mW) | switching, mW |
|---|---|---|---|
| logic | 0.0164 | 0.0430 | 0.0265 |
| registers | 0.762 | 0.762 | 0 |
| clock network | 0.413 | 0.768 | 0.355 |
| total | 1.19 | 1.57 | 0.382 |
==> stage by stage <==
stage,instance area (um^2),worst slack [ps],utilization
global route,6820,693,0.347
global placement,6530,998,0.332
detailed placement,6530,939,0.332
floorplan,6090,1040,-
CTS,6820,914,0.347
finish,6820,808,0.347
==> worst max-delay path by stage <==
| stage | start | endpoint | depth (start not counted) | slack, ps |
|---|---|---|---|---|
| after CTS | index_p[0] | min_max[2] | 9 | 910 |
| after global routing | index_p[1] | min_max[2] | 8 | 690 |
| final | index_p[0] | min_max[2] | 9 | 810 |
Power is estimated from default activity; no workload was simulated.
